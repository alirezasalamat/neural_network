--- /design/flow/run.sh ---
#!/bin/bash
# OpenROAD 26Q1-2900-gdf79404cd8, Yosys 0.63+post, stock flow scripts
make -C /OpenROAD-flow-scripts/flow DESIGN_CONFIG=/design/flow/config.mk WORK_HOME=/design/flow/orfs finish
--- /design/flow/config.mk ---
export PLATFORM = sky130hd
export DESIGN_NAME = adder
export DESIGN_NICKNAME = adder
export VERILOG_FILES = /design/flow/design.v
export SDC_FILE = /design/flow/constraint.sdc
export NUM_CORES = 4
export LEC_CHECK = 1
export CORE_AREA = 10 10 70 70
export DIE_AREA = 0 0 80 80
--- /design/flow/constraint.sdc ---
current_design adder

set clk_period 4.9
set clk_io_pct 0.2

create_clock -name clk0 -period $clk_period

set non_clock_inputs [all_inputs -no_clocks]
set_input_delay [expr $clk_period * $clk_io_pct] -clock clk0 $non_clock_inputs
set_output_delay [expr $clk_period * $clk_io_pct] -clock clk0 [all_outputs]
--- /design/flow/design.v ---
`timescale 1ns / 1ps
module adder #(parameter DW = 8) (a, b, out);
	input [DW - 1:0] a, b;
	output reg [DW - 1:0] out;
	wire a_sgn, b_sgn;
	wire [DW - 2:0] a_abs, b_abs;
	assign a_sgn = a[DW - 1], b_sgn = b[DW - 1];
	assign a_abs = a[DW - 2:0], b_abs = b[DW - 2:0];
	always @(a_sgn or b_sgn or a_abs, b_abs) begin
		if (a_sgn == b_sgn)
			out = {a_sgn, a_abs + b_abs};
		if (a_sgn != b_sgn) begin
			if (a_abs > b_abs)
				out = {a_sgn, a_abs - b_abs};
			else
				out = {b_sgn, b_abs - a_abs};
		end
	end
endmodule
==> metrics.yaml <==
grt_pass1_wl_mm: 3.54
post-place-ws_ns: 0.250
seqCellArea_um2: 0
fillCellCount: 367
initial_antenna_violation_count: 0
hold_depth: 3
port_buffers: 24
n_antenna_cell: 0
worst_ep_required_time_ns: 3.92
synthesis.area_per_instance_um2: 8.06
die_width_um: 80
floorplan.die_area_um2: 6400
wl_per_cell_um: 11.7
drt.antenna.violating_nets: 0
routed-wl-met2_mm: 1.05
sequential_fraction_of_design_power_pct: 0
finalWorstPathRequiredPeriod_ns: 4.64
synth_warnings: 1
drt_pre_antenna_iters: 4
power.total_mw: 0.141
ys_seq_share_pct: 0
seq_cells: 0
io_pins: 24
total_of_hold_buffers_inserted_after_clock_tree_synthesis: 0
cp-end-kind: "output port"
pwr-share-clk_pct: 0
synth.cell_area_um2: 846
p_leak_nw: 0.554
topRoutingLayerUsed: "met4"
grt_pass1_vias: 788
std_cell_rows: 21
critical_path_cell_count: 10
cp.arrival_ns: 3.66
post-route-worst-setup-slack_ns: 0.263
total_of_cells_resized_after_clock_tree_synthesis: 0
synth.yosys.chip_area_um2: 846
final_tns_setup_ns: 0
internal-power_mw: 0.0805
totalWireLength_mm: 2.06
setup_viol: 0
p_sw_share_pct: 43.0
grt_max_degree: 11
gr-usage-all-layers_pct: 6.59
worstHoldPathType: "in -> out"
multiplexer_share_of_the_synthesized_area_pct: 9.62
drive_above_1_share_pct: 7.69
area.combinational_um2: 748
worst_slew_pin_slew_ns: 0.358
fa_ha_area_share_pct: 39.6
ir_drop_mv: 0.0329
most-common-layout-cells: "sky130_fd_sc_hd__clkdlybuf4s50_1 (24), sky130_fd_sc_hd__inv_1 (22), sky130_fd_sc_hd__ha_1 (22)"
gpl.final_weighted_congestion: 0.886
rsz0062_at_grt: "no"
crit_path_top_delay_cell: "sky130_fd_sc_hd__clkdlybuf4s50_1"
fin_crit_sh_pct: 94.6
max_clock_freq_ghz: 0.216
power_density_nw_per_um2: 123
max-cap-violations: 0
report.final.slew_viol_count: 0
post_synth_main_logic_family: "adder cells"
clock_buffers: 0
yosys.cell_types.count: 32
cts.repair_timing.setup_buffer_count: 0
cp_max_stage_delay_ns: 0.51
total_tool_warning_count: 47
fp-utilization_pct: 24.8
remaining_design_rule_violation_count: 0
final_cell_count_no_fill: 176
num_vias: 767
worstPathCellList: "clkdlybuf4s50_1 -> inv_1 -> ha_1 -> nor2b_1 -> o21bai_4 -> a31oi_4 -> mux2i_1 -> o21ai_1 -> xor2_1 -> clkdlybuf4s50_1"
drt-vias-per-instance: 4.36
hold_viol: 0
post_synthesis_cells: 105
critical_path_maximum_fanout: 6
wl_met3_um: 51
xor_share_pct: 6.21
die_h_um: 80
hpwl_mm: 1.87
grt_remaining_overflow: 0
drt_iter0_drc: 18
ys_cells: 105
slew_headroom_pct: 75.9
area.growth.synth_to_final_pct: 36.1
ys_sh_simple_pct: 7.10
sw_pwr_mw: 0.0608
core_um2: 3420
run_status: "finished, final reports clean"
cp.buffers_inverters: 3
startpoint_type: "input pin"
dp.cells: 176
ys_sh_aoi_pct: 25.9
final_core_utilization_pct: 33.7
layout.cells.most_common: "sky130_fd_sc_hd__clkdlybuf4s50_1"
cell_class_contributing_the_biggest_share_of_worst_path_delay: "buffers and inverters"
power.share.combinational_pct: 100.0
crit_path_top_cell_by_count: "sky130_fd_sc_hd__clkdlybuf4s50_1"
path_class: "in -> out"
post_route_met1_wirelength_um: 946
## per-stage QoR
step | cell area, um^2 | hold WS, ns
floorplan | 846 | 2.06
global placement | 1150 | 3.08
detailed placement | 1150 | 3.07
CTS | 1150 | 3.07
global route | 1150 | 3.10
finish | 1150 | 3.05
## worst min-delay path: cells and delay by family
family	cells	cell delay, ns
buffers and inverters	2	0.95
muxes	1	0.15
## per-layer routing
metal / vias to the layer above / track usage, %
li1: 406 / -
met1: 349 / 8.36
met2: 10 / 12.4
met3: 2 / 0.341
met4: 0 / 0.352
met5: - / 0
## synthesized netlist by cell type
| cell type | n | area (um^2) |
|---|---|---|
| sky130_fd_sc_hd__nand4_1 | 1 | 6.26 |
| sky130_fd_sc_hd__o21ai_1 | 1 | 5.00 |
| sky130_fd_sc_hd__o2bb2ai_1 | 1 | 8.76 |
| sky130_fd_sc_hd__o311ai_0 | 1 | 8.76 |
| sky130_fd_sc_hd__a31oi_4 | 1 | 21.3 |
| sky130_fd_sc_hd__o21ai_0 | 4 | 20.0 |
| sky130_fd_sc_hd__a21oi_1 | 10 | 50.1 |
| sky130_fd_sc_hd__buf_4 | 2 | 15.0 |
| sky130_fd_sc_hd__a221o_1 | 1 | 10.0 |
| sky130_fd_sc_hd__nor2b_1 | 1 | 6.26 |
| sky130_fd_sc_hd__xnor2_1 | 4 | 35.0 |
| sky130_fd_sc_hd__nand3_1 | 1 | 5.00 |
| sky130_fd_sc_hd__nor2_1 | 4 | 15.0 |
| sky130_fd_sc_hd__xor2_1 | 2 | 17.5 |
| sky130_fd_sc_hd__mux2i_1 | 7 | 70.1 |
| sky130_fd_sc_hd__nand3_2 | 1 | 10.0 |
| sky130_fd_sc_hd__a21oi_2 | 1 | 8.76 |
| sky130_fd_sc_hd__nand2b_1 | 1 | 6.26 |
| sky130_fd_sc_hd__o21bai_1 | 2 | 15.0 |
| sky130_fd_sc_hd__o21ai_2 | 1 | 8.76 |
| sky130_fd_sc_hd__a22oi_1 | 1 | 7.51 |
| sky130_fd_sc_hd__o21a_1 | 1 | 7.51 |
| sky130_fd_sc_hd__a21o_2 | 1 | 8.76 |
| sky130_fd_sc_hd__inv_1 | 22 | 82.6 |
| sky130_fd_sc_hd__fa_1 | 3 | 60.1 |
| sky130_fd_sc_hd__nand2_1 | 3 | 11.3 |
| sky130_fd_sc_hd__o21bai_4 | 1 | 18.8 |
| sky130_fd_sc_hd__a21o_1 | 1 | 7.51 |
| sky130_fd_sc_hd__a31oi_1 | 1 | 6.26 |
| sky130_fd_sc_hd__mux2_2 | 1 | 11.3 |
| sky130_fd_sc_hd__ha_1 | 22 | 275 |
| sky130_fd_sc_hd__o22ai_1 | 1 | 6.26 |
## final cells by class
type	instances	area share [%]
Inverter	22	7.17
Multi-Input combinational cell	81	65.0
Tap cell	46	5.00
Timing Repair Buffer	27	22.8
## cells by family after synthesis
group,Yosys count
muxes,8
and+or+nand+nor,12
buffers and inverters,24
adders and majority gates,25
AOI/OAI and AO/OA,30
xor gates and xnor gates,6
## worst paths after layout
| path | from | endpoint |
|---|---|---|
| max | a[1] | out[6] |
| min | b[7] | out[7] |
## power by group through the flow
stage / sequential (mW) / combinational, mW / clock (mW)
finish: 0 / 0.141 / 0
global route: 0 / 0.159 / 0
CTS: 0 / 0.145 / 0
Power figures rest on the tool's default switching activity, not on a simulated workload.
