### design.v
module adder_16bit(a, b, cin, r, cout);
    input [15:0] a, b;
    input cin;
    output [15:0] r;
    output cout;
    wire [15:0] carry;
    assign carry[0] = cin;
    assign cout = carry[15];
    genvar i;
    generate for (i = 0; i < 16; i = i + 1)
        adder_1bit r_i(a[i], b[i], carry[i], r[i], carry[i + 1]);
    endgenerate
endmodule
module adder_1bit(a, b, cin, r, cout);
    input a, b, cin;
    output r, cout;
    wire a_not, b_not, not_cin;
    wire [3:0] r_and_layer;
    wire [2:0] cout_and_layer;
    not na(not_a, a),
        nb(not_b, b),
        nc(not_cin, cin);
    and r_and0(r_and_layer[0], not_a, not_b, cin),
        r_and1(r_and_layer[1], not_a, b, not_cin),
        r_and2(r_and_layer[2], a, b, cin),
        r_and3(r_and_layer[3], a, not_b, not_cin);
    or r_res(r, r_and_layer[0], r_and_layer[1],
             r_and_layer[2], r_and_layer[3]);
    and cout_and0(cout_and_layer[0], a, b),
        cout_and1(cout_and_layer[1], b, cin),
        cout_and2(cout_and_layer[2], a, cin);
    or cout_res(cout, cout_and_layer[0],
                cout_and_layer[1], cout_and_layer[2]);
endmodule
### run.sh
#!/bin/bash
# OpenROAD 26Q1-2900-gdf79404cd8, Yosys 0.63+post, stock flow scripts
make -C /OpenROAD-flow-scripts/flow DESIGN_CONFIG=/design/flow/config.mk WORK_HOME=/design/flow/orfs finish
### config.mk
export PLATFORM = sky130hd
export DESIGN_NAME = adder_16bit
export DESIGN_NICKNAME = adder_16bit
export VERILOG_FILES = /design/flow/design.v
export SDC_FILE = /design/flow/constraint.sdc
export NUM_CORES = 4
export LEC_CHECK = 1
export CORE_AREA = 10 10 81 81
export DIE_AREA = 0 0 91 91
export SYNTH_HDL_FRONTEND = slang
### constraint.sdc
current_design adder_16bit

set clk_period 8.9
set clk_io_pct 0.2

create_clock -name clk0 -period $clk_period

set non_clock_inputs [all_inputs -no_clocks]
set_input_delay [expr $clk_period * $clk_io_pct] -clock clk0 $non_clock_inputs
set_output_delay [expr $clk_period * $clk_io_pct] -clock clk0 [all_outputs]
==> flow_summary.ini <==
; generated from flow reports
[synthesis]
ys_seq_share = 0
ys_warn_count = 0
ys_types = 4
yosys_area_um2 = 480
yosysMostFrequentCell = buf_4
top_area_cell = fa_1
area_leaders = fa_1 (63%), buf_4 (25%), inv_1 (7.8%)
synth.cells.most_frequent = buf_4 (16), fa_1 (15), inv_1 (10), xnor3_1 (1)
synth_area_um2 = 480
ys_cells = 42
synth_top_area_share = 0.625
syn_inst = 42
avgSynthCellArea_um2 = 11.4

[cells_and_area]
final_util = 0.204
drive_gt1_frac = 0.390
fill_cells = 536
syn2layout_area_growth_pct = 104
flop_area_um2 = 0
flop-count = 0
finalNonFillerCells = 144
clock_buffers = 0

[global_route]
grt.overflow.total = 0
grt_util_all_layers = 0.0398
grt_pass1_wl_um = 2660
grt_max_degree = 3
grt_pass1_vias = 495
antenna_found_initial = 0

[setup_path]
path_common_cell = fa_2
crit_type = input pin to output pin
end_kind = output pin
cp_slowest_cell = fa_2
cp_cell_sequence = buf_6 > inv_4 > fa_2 > inv_2 > fa_2 > fa_2 > fa_2 > fa_2 > fa_2 > fa_2 > fa_2 > fa_2 > fa_2 > fa_2 > fa_2 > fa_2 > fa_2 > inv_2 > fa_2 > inv_2 > buf_2
crit_arrival_ns = 7.24
max_stage_delay_ns = 0.43
critPathRequiredTime_ns = 7.12
cp_max_fo = 1
critPathLaunchType = input pin

[power]
p_sw_w = 0.0000175
combPwrFrac = 1.000
p_seq_frac = 0
vdd_ir_drop_max_mv = 0.0225
pwr_density_cell_nw_per_um2 = 63.2
leakagePower_nw = 0.371
swShare = 0.281
intPower_w = 0.0000446
clock_power_share = 0
report.power.total_w = 0.0000620

[job]
warnings = 35
maxCapViolations = 0

[final_timing]
slew_headroom = 0.918
setup_slack_ns = -0.116
rsz0062_at_grt = yes
fin_crit_sh = 1.01
fmax_mhz = 111
slew_viol_final = 0
tightest_slew_ns = 0.123
setup_viol = 2
min_period_ns = 9.02
whs_ns = 4.30
timing.final.hold_violations = 0

[routing]
drc = 0
drt_iter0_drc = 1
wl_per_cell_um = 11.7
first_pass_iters = 2
drt_wl_total_um = 1690
antenna_cells = 0
vias_per_cell = 2.75
via_count = 396
antenna_left = 0

[placement]
preCtsSetupSlack_ns = -0.967
numPortBuffers = 50
place.gp.congestion = 0.819
dp_cells = 143
place_hpwl_um = 1640

[floorplan]
die_w_um = 91
core_um2 = 4820
fp-utilization = 0.0997
die.size.y_um = 91
die_area_um2 = 8280
io-pin-count = 50
rows = 25

[clock_tree]
hold_buffers = 0

[run_status]
status = complete, but fails checks
violations = setup timing

[min_path]
min_path_type = input pin to output pin
[cell type report]
type                            count  area (um^2)  area share
Multi-Input combinational cell     16          360       0.367
Timing Repair Buffer               51          492       0.501
Inverter                           10         45.0      0.0459
Tap cell                           67         83.8      0.0855
[layer usage]
| layer | vias up | part of all wire | global-route usage |
|---|---|---|---|
| met5 | - | 0 | 0 |
| met4 | 0 | 0 | 0 |
| met3 | 0 | 0.24 | 0.0357 |
| met2 | 48 | 0.34 | 0.0531 |
| met1 | 177 | 0.42 | 0.0499 |
| li1 | 171 | - | - |
[critical path: cells and delay by family]
family     cells  cell delay [ns]
buf+inv        6             0.38
fa+ha+maj     15             5.07
[stage by stage]
stage / instance area, um^2 / TNS [ns]
floorplan: 510 / -0.0574
global placement: 975 / -3.34
detailed placement: 975 / -3.37
CTS: 978 / -1.81
global route: 981 / -0.620
finish: 981 / -0.190
[cell families after synthesis]
family                   synth area share
XOR/XNOR                           0.0469
buffers and inverters               0.328
adder cells (fa/ha/maj)             0.625
[placed cells by master, fill, tap and decap left out, drive strengths merged]
| cell | instances |
|---|---|
| inv | 10 |
| clkdlybuf4s50 | 40 |
| xnor3 | 1 |
| buf | 8 |
| fa | 15 |
| dlygate4sd2 | 3 |
[timing repair]
action	4_1_cts	5_1_grt
pin swaps	16	15
gates resized	41	2
setup buffers	1	0
endpoints found under the setup margin	5	5
[path summary, 6_finish.rpt]
kind	start	to	cells past startpoint
worst max-delay path	b[0]	r[14]	21
worst min-delay path	a[0]	r[0]	5
[power groups by stage]
stage	Combinational (W)	Clock, W	Sequential (W)
4_1_cts	0.0000650	0	0
5_1_grt	0.0000707	0	0
6_report	0.0000620	0	0
